==> flow/design.v <==
module DATA_MEMORY#(parameter DATA_LEN = 16, DATA_MEM_SIZE = 5)(input clk, input rst, input [DATA_MEM_SIZE-1:0] rd_ptr, input [DATA_MEM_SIZE-1:0] wr_ptr, input dm_wr_en, input [DATA_LEN-1:0] wr_data, output [DATA_LEN-1:0] rd_data);
	integer i;
	initial begin
		data_mem[0] <= 'b0;
		data_mem[1] <= 'd1;
		data_mem[2] <= 'd10;
		data_mem[3] <= 53;
		data_mem[4] <= 22;
		data_mem[5] <= 867;
		data_mem[6] <= 13;
		data_mem[7] <= 46;
		data_mem[8] <= 2225;
		data_mem[9] <= 644;
		data_mem[10] <= 345;
		data_mem[11] <= 4352;
		data_mem[12] <= 234;
	end
	(*ram_style = "block"*)reg [DATA_LEN-1:0] data_mem [(2**DATA_MEM_SIZE)-1:0];
	assign rd_data = data_mem[rd_ptr];
	always@(posedge clk or negedge rst)begin
		if(~rst)begin
			for(i=13;i<2**DATA_MEM_SIZE;i=i+1)begin
				data_mem[i] <= 'b0;
			end
		end 
		else if(dm_wr_en)begin
			data_mem[wr_ptr] <= wr_data;
		end
	end
endmodule
==> flow/run.sh <==
#!/bin/bash
# OpenROAD 26Q1-2900-gdf79404cd8, Yosys 0.63+post, stock flow scripts
make -C /OpenROAD-flow-scripts/flow DESIGN_CONFIG=/design/flow/config.mk WORK_HOME=/design/flow/orfs finish
==> flow/config.mk <==
export PLATFORM = sky130hd
export DESIGN_NAME = DATA_MEMORY
export DESIGN_NICKNAME = DATA_MEMORY
export VERILOG_FILES = /design/flow/design.v
export SDC_FILE = /design/flow/constraint.sdc
export NUM_CORES = 4
export LEC_CHECK = 1
export CORE_UTILIZATION = 30
==> flow/constraint.sdc <==
current_design DATA_MEMORY

set clk_period 10.0
set clk_io_pct 0.2

create_clock -name clk0 -period $clk_period [get_ports {clk}]

set non_clock_inputs [all_inputs -no_clocks]
set_input_delay [expr $clk_period * $clk_io_pct] -clock clk0 $non_clock_inputs
set_output_delay [expr $clk_period * $clk_io_pct] -clock clk0 [all_outputs]
==> job_summary.md <==
## Implementation flow summary

| Metric | Value |
|---|---|
| Clk sinks | 512 |
| Most frequent logic cell in the layout | nand3_1 |
| Worst Path Required | 8.00 ns |
| Area growth, synth to finish | 14.73% |
| Vias per cell | 5.580 |
| Crit Path Max Fanout | 33 |
| Die X | 274.0 um |
| FILL cells | 6892 |
| Largest regs | data_mem x512 |
| Longest Clk Path Bufs | 3 |
| Most instantiated logic cells after routing | nand3_1 (397), mux2_2 (313), dfrtp_1 (304) |
| Cell area after synthesis | 0.02219 mm^2 |
| Max reg flops | 512 |
| Worst setup EP type | output pin |
| Initial antenna violation count | 1 |
| Max Slew Vio Count | 0 |
| Hold Crit Depth | 1 |
| Leak | 9.911 nW |
| Setup-failing EPs final | 0 |
| Post-synthesis cell type count | 43 |
| Die Span Y | 274.0 um |
| Total power | 4.915 mW |
| Levels on crit path | 9 |
| Setup Buffers After CTS | 0 |
| Crit Path Class | input port to output pin |
| WL per Instance | 24.72 um |
| Placer Congestion | 0.9179 |
| Startpoint types | input port |
| Pwr dens | 193.1 mW/mm^2 |
| PostCTS Resize Cnt | 0 |
| Final wirelength | 67.70 mm |
| Share of cells above drive strength 1 | 28.31% |
| Late-Pin Clk Latency | 0.58 ns |
| Avg Cell Area, Syn | 12.78 um^2 |
| Tool Warnings | 27 |
| Largest net degree at the start of global routing | 101 |
| # port buffers | 44 |
| Core Util at FP | 30.36% |
| RSZ-0062 raised after global routing | no |
| Cells after Synth | 1736 |
| Delay-heaviest family, CP | buffers and inverters |
| DRT iter0 DRCs | 1168 |
| CTS H-tree lvls | 2 |
| Cells in synth_stat.txt | 1736 |
| Flops after synth | 512 |
| Critical path data arrival time | 5.64 ns |
| YS chip area | 0.02219 mm^2 |
| Yosys warning total | 2 |
| Wire length of the first global-routing pass | 102.6 mm |
| Setup TNS Final | 0 ns |
| FP Rows | 99 |
| Full die area | 0.07505 mm^2 |
| Ant diodes | 0 |
| DRT Pass-1 Iters | 5 |
| Max cap viols | 0 |
| CTS Hold Buffers Added | 0 |
| Slew headroom | 33.79% |
| Fin crit share | 76.41% |
| Crit path largest cell delay | 0.76 ns |
| Via count | 15280 |
| CP Buf/Inv Count | 4 |
| Worst vdd ir | 123.0 uV |
| DRC | 0 |
| R2R depth | 1 |
| DPL Wire Length | 38.35 mm |
| Routed Antenna Nets | 0 |
| Worst Max-Slew Pin Slew | 0.9921 ns |
| Total GRT Usage | 19.09% |
| CTS tree | built |
| Run status | finished, final reports clean |
| Vias in the first global route | 15720 |
| CTS Buf Count | 48 |
| Post-synth seq share | 62.44% |
| Clock Skews | 0 ns |
| Clock Tree Root | clkbuf_16 |
| Clock slew at reported path FFs | 0.06 ns |
| I/O pin count | 45 |
| Core footprint | 0.07308 mm^2 |
| Gr ovfl total | 0 |
| Largest register by flop count | data_mem |
| Cells along the critical path | clkdlybuf4s50_1 -> buf_4 -> and3b_2 -> buf_4 -> nand3_1 -> nand4_1 -> nor4_1 -> a21oi_1 -> clkdlybuf4s50_1 |
| Minimum clock period | 7.641 ns |
| Slowest cell on crit path | clkdlybuf4s50_1 |
| Final tally of hold violations | 0 |
| Max Freq | 0.1309 GHz |
| Hold crit path type | flop to flop |
==> final timing paths <==
kind / start / end / slack, ns
min reg2reg: data_mem[29][8] / data_mem[29][8] / 0.50
max reg2reg: data_mem[31][1] / data_mem[31][1] / 9.22
max in group asynchronous: rst / data_mem[27][15] / 5.85
min: data_mem[29][8] / data_mem[29][8] / 0.50
max: rd_ptr[1] / rd_data[11] / 2.36
min in group asynchronous: rst / data_mem[22][14] / 1.41
==> cells in the mapped netlist, drive strengths merged <==
| cell | count | area share, % |
|---|---|---|
| a2111o | 2 | 0.10 |
| a211o | 10 | 0.39 |
| a21oi | 24 | 0.54 |
| a221oi | 1 | 0.039 |
| a22o | 3 | 0.12 |
| a22oi | 1 | 0.034 |
| a31oi | 10 | 0.28 |
| a32o | 5 | 0.23 |
| a32oi | 3 | 0.12 |
| a41oi | 1 | 0.039 |
| and2 | 3 | 0.085 |
| and3 | 18 | 0.51 |
| and3b | 5 | 0.20 |
| buf | 61 | 1.2 |
| clkbuf | 106 | 1.8 |
| dfrtp | 304 | 34 |
| edfxtp | 208 | 28 |
| inv | 3 | 0.051 |
| mux2 | 313 | 16 |
| mux2i | 15 | 0.68 |
| nand2 | 11 | 0.19 |
| nand2b | 5 | 0.14 |
| nand3 | 397 | 9.0 |
| nand4 | 98 | 2.8 |
| nand4b | 2 | 0.079 |
| nor2 | 54 | 0.91 |
| nor2b | 10 | 0.28 |
| nor3 | 5 | 0.11 |
| nor3b | 8 | 0.32 |
| nor4 | 26 | 0.73 |
| o2111ai | 4 | 0.16 |
| o211ai | 2 | 0.068 |
| o21ai | 8 | 0.18 |
| o2bb2ai | 1 | 0.039 |
| o31ai | 1 | 0.034 |
| o32a | 2 | 0.090 |
| o32ai | 1 | 0.039 |
| or2 | 2 | 0.056 |
| or3 | 1 | 0.028 |
| or4 | 2 | 0.068 |
==> final cells by class <==
type                       count  area [um^2]  area share (%)
clock inverter                18        178.9          0.7029
multi-input combinational   1054         7774           30.54
sequential                   512        13850           54.42
inverter                       3        11.26         0.04424
timing repair buffer         122         1051           4.129
tap                          959         1200           4.714
clock buffer                  71         1388           5.451
==> per-layer routing <==
metal	wire, um	track usage [%]
met4	2861	6.608
met2	32160	29.87
met5	77	0.6418
met1	24960	24.02
met3	7644	8.257
==> stage by stage <==
stage               hold WS [ns]  area [um^2]  setup slack [ns]  util [%]  instances
floorplan                 0.4706        22190             4.361         -       1736
global placement          0.4835        23890             2.394     32.69       2650
detailed placement        0.4888        23890             2.410     32.69       2650
CTS                       0.5060        25460             2.405     34.83       2739
global route              0.5188        25460             2.194     34.83       2739
finish                    0.5018        25460             2.359     34.83       2739
==> report_power, final <==
part / total [mW] / switching, mW / internal [mW]
logic: 0.524 / 0.264 / 0.260
registers: 2.55 / 0.120 / 2.43
clock network: 1.84 / 0.801 / 1.04
==> cells by family (layout without fill, tap and decap cells) <==
family	after synthesis	after routing	share of synthesized area (%)
simple gates	647	647	15.42
compound gates	79	79	2.504
flops	512	512	62.44
mux	328	328	16.56
buf+inv	170	214	3.073
Power and IR drop assume default switching activity.
