==> flow/design.v <==
module REGISTER_FILE#(parameter ADDRESS_LEN = 4, DATA_LEN = 16)(input clk, input rst, input rf_wr_en, input [ADDRESS_LEN-1:0] rd_addr, input [ADDRESS_LEN-1:0] wr_addr, input [DATA_LEN-1:0] wr_data, output [DATA_LEN-1:0] rd_data);
	reg [(2**ADDRESS_LEN)-1:0] mem [DATA_LEN-1:0];
	integer i;
	assign rd_data = mem[rd_addr];
	always@(posedge clk or negedge rst)begin
		if(~rst)begin
			mem[0] = 1'b0;
		end
		else if(rf_wr_en)begin
			mem[wr_addr] <= wr_data;
		end
	end
endmodule
==> flow/run.sh <==
#!/bin/bash
# OpenROAD 26Q1-2900-gdf79404cd8, Yosys 0.63+post, stock flow scripts
make -C /OpenROAD-flow-scripts/flow DESIGN_CONFIG=/design/flow/config.mk WORK_HOME=/design/flow/orfs finish
==> flow/config.mk <==
export PLATFORM = sky130hd
export DESIGN_NAME = REGISTER_FILE
export DESIGN_NICKNAME = REGISTER_FILE
export VERILOG_FILES = /design/flow/design.v
export SDC_FILE = /design/flow/constraint.sdc
export NUM_CORES = 4
export LEC_CHECK = 1
export CORE_UTILIZATION = 30
==> flow/constraint.sdc <==
current_design REGISTER_FILE

set clk_period 3.9
set clk_io_pct 0.2

create_clock -name clk0 -period $clk_period [get_ports {clk}]

set non_clock_inputs [all_inputs -no_clocks]
set_input_delay [expr $clk_period * $clk_io_pct] -clock clk0 $non_clock_inputs
set_output_delay [expr $clk_period * $clk_io_pct] -clock clk0 [all_outputs]
==> metrics.cfg <==
[hold_path]
hp-class = register to register
hp-start = mem[0][12]
hold_depth = 1
hold_end = mem[0][12]

[synthesis]
topCellsByArea = edfxtp_1 69%, a22oi_1 4.8%, dfrtp_1 3.9%
ys.flops = 256
postSynthSeqShare_pct = 73.2
syn-cell-area_mm2 = 0.0104
common_cells = 240 x edfxtp_1, 66 x a22oi_1, 24 x buf_2
ys_area_mm2 = 0.0104
syn_area_per_cell_um2 = 16.5
top_cell = edfxtp_1
yosysTopAreaCellShare_pct = 69.3
top_area_cell = edfxtp_1
synthCells = 631
synth-edff-count = 240
flop_cell = edfxtp_1
yosys_warnings = 2
async_reset_ff_share_pct = 6.25
ys_cells = 631
post_synth_num_cell_types = 62

[drt]
n_antenna_cell = 0
drc = 0
postRouteWirelength_um = 26500
drtPass1Iterations = 4
via_count = 6098
ant_nets = 0
via_per_inst = 5.15
wl_per_cell_um = 22.3
drtIter0Drc = 348

[sta]
clock_skew_ns = 0
post-route-min-period_ns = 3.67
setup_viol_count_final = 0
finalHoldViolCount = 0
slew_violations = 0
rsz0062_at_grt = no
worstMarginPinSlew_ns = 0.612
clock.fmax_mhz = 273
slew-limit-headroom_pct = 59.1
whs_ns = 0.508
timing.setup.tns_ns = 0
fin_crit_sh_pct = 94.0

[global_route]
grt_pass1_vias = 6330
grt.total_usage_pct = 15.9
grt_max_degree = 26
grt_first_pass_wirelength_um = 39100
grt-ovfl-total = 0
antenna_found_initial = 0

[finish]
largest_reg_flops = 256
largestRegisters = mem (256)
drive_above_1_share_pct = 22.4
max_flop_register = mem
area_delta_synth_final_pct = 20.9

[worst_setup_path]
critPathCaptureType = output pin
r2r_end = mem[0][0]
path_class = input port to output pin
critPathArrivalTime_ns = 2.89
critical_path_peak_fanout = 20
reg2reg_depth = 1
r2r_slack_ns = 3.13
rr_startpoint = mem[0][0]
cp-start-kind = input port
crit_required_ns = 3.12

[power]
power.density_mw_per_mm2 = 502
peakVddDrop_mv = 0.294
leakagePower_nw = 4.06

[floorplanning]
fp_util_pct = 30.8
core.rowCount = 67
dieArea_mm2 = 0.0354
io_pins = 43
core-area_mm2 = 0.0338
die_x_um = 188
fp.dieH_um = 188

[clock_tree]
cts_tree = built
postCtsHoldBufs = 0
path_clk_slew_ns = 0.06
cts_buffer_depth = 3
cts_root_buffer = clkbuf_16
post-cts-setup-buffer-count = 0
cts_buffers = 28
clock_latency_ns = 0.52
h-tree-depth = 1
clock_sinks = 256
cts_resized = 0

[placed_design]
hpwl_um = 16500
gp_congestion = 0.810
io_buffers = 42

[flow_run]
warning_count = 25
cap_violations = 0

[status]
status = completed

worst max-delay path, cell delays in order:
cell and delay, ns:
buf_2 0.39, buf_4 0.32, and3_1 0.30, a221oi_1 0.14
a311o_1 0.33, nand4_1 0.12, clkdlybuf4s50_1 0.50
layer usage:
| metal | vias up | wire (µm) | global-route usage, % |
|---|---|---|---|
| li1 | 2739 | - | - |
| met1 | 2995 | 10400 | 21.0 |
| met2 | 309 | 11900 | 23.2 |
| met3 | 55 | 3340 | 9.14 |
| met4 | 0 | 812 | 4.60 |
| met5 | - | 0 | 0 |
final cells by class:
type                            count  area [µm²]
Inverter                            1        3.75
Tap cell                          448         561
Sequential cell                   256        7610
Clock buffer                       39         823
Timing Repair Buffer               99         878
Clock inverter                     13         174
Fill cell                        3081       21200
Multi-Input combinational cell    328        2520
layout by cell type, fill, tap and decap left out, types with 5 or more instances in the layout:
master / n
edfxtp_1: 240
a22oi_1: 66
buf_4: 53
clkdlybuf4s50_1: 38
clkbuf_16: 29
mux2_2: 23
nand2b_1: 19
nand2_1: 17
dfrtp_1: 16
and3_1: 14
o21ai_0: 14
nand3b_1: 12
nor2_2: 12
nor3b_1: 11
o32a_1: 11
o22ai_1: 10
o211ai_1: 10
a21oi_1: 9
nand3_1: 7
a221oi_1: 7
nor2_1: 7
a221oi_2: 7
mux2i_1: 6
clkbuf_8: 6
a31oi_1: 5
nor2b_1: 5
clkinv_2: 5
kinds of logic after synthesis:
logic type | Yosys count | share of synthesized area (%)
flops | 256 | 73.2
compound gates | 160 | 12.1
simple gates | 137 | 8.23
buf+inv | 47 | 3.03
mux | 31 | 3.43
worst max-delay path by stage:
stage / from / endpoint / slack, ns / depth (start not counted)
after CTS: rd_addr[0] / rd_data[10] / 0.23 / 8
after global routing: rd_addr[1] / rd_data[15] / 0.09 / 7
final: rd_addr[1] / rd_data[8] / 0.23 / 7
power breakdown:
part / switching (W) / internal (W) / leakage [nW]
clock network: 0.00104 / 0.00174 / 0.492
registers: 0.0000261 / 0.00308 / 2.36
logic: 0.000234 / 0.000199 / 1.21
stage by stage:
stage | cell area [µm²] | utilization, % | total power [W] | setup WS (ns) | cells
floorplan | 10400 | - | 0.00337 | 1.25 | 631
global placement | 11600 | 34.2 | 0.00359 | 0.232 | 1132
detailed placement | 11600 | 34.2 | 0.00359 | 0.239 | 1132
CTS | 12600 | 37.2 | 0.00635 | 0.227 | 1184
global route | 12600 | 37.2 | 0.00649 | 0.0920 | 1184
finish | 12600 | 37.2 | 0.00631 | 0.234 | 1184
Power figures rest on the tool's default switching activity, not on a simulated workload.
