===== /design/flow/design.v =====
module INSTRUCTION_MEM#(parameter INSTRUCTION_LEN = 16, INSTRUCTION_MEM_SIZE = 8, IPR_SIZE = 8)(input clk, input rst, input ipr_write, input [INSTRUCTION_MEM_SIZE-1:0] instruction_ptr, output [INSTRUCTION_LEN-1:0] instruction);
	localparam IPR_PTR_SIZE = $clog2(IPR_SIZE);
	reg [INSTRUCTION_LEN-1:0] ipr_mem [IPR_SIZE-1:0];	 
	reg [INSTRUCTION_MEM_SIZE-IPR_PTR_SIZE-1:0] ipr_mem_offset [IPR_SIZE-1:0];	 
	(*rom_style = "block"*) reg [INSTRUCTION_LEN-1:0] instruction_mem [(2**INSTRUCTION_MEM_SIZE)-1:0];  
	wire [INSTRUCTION_LEN-1:0] instruction_ipr, instruction_i_mem;
	reg [INSTRUCTION_MEM_SIZE-1:0] instruction_mem_rd_ptr;
	wire valid;
	integer i,j;
	wire [IPR_PTR_SIZE-1:0] ipr_rd_ptr;
	wire [INSTRUCTION_MEM_SIZE-IPR_PTR_SIZE-1:0] offset_addr, ins_ptr_msb;
	wire [IPR_PTR_SIZE-1:0] ipr_wr_ptr;
	assign offset_addr = ipr_mem_offset[instruction_ptr[IPR_PTR_SIZE-1:0]];
	assign ins_ptr_msb = instruction_ptr[INSTRUCTION_MEM_SIZE-1:IPR_PTR_SIZE];
	assign ipr_rd_ptr = instruction_ptr[IPR_PTR_SIZE-1:0];
	assign ipr_wr_ptr = instruction_mem_rd_ptr[IPR_PTR_SIZE-1:0];
	initial begin
		instruction_mem[0] <= 'b1000000100000000;
		instruction_mem[1] <= 'b1000001000010000;
		instruction_mem[2] <= 'b1000001100100000;
		instruction_mem[3] <= 'b1000010000110000;
		instruction_mem[4] <= 'b1000010100110001;
		instruction_mem[5] <= 'b0100010001000101;
		instruction_mem[6] <= 'b0000000100010010;
		instruction_mem[7] <= 'b0101001100010011;
		instruction_mem[8] <= 'b0100001100000001;
		instruction_mem[9] <= 'b1000010000110001;
		instruction_mem[10] <= 'b0101001100000011;
		instruction_mem[11] <= 'b0000010001000000;
		instruction_mem[12] <= 'b1100001100010100;
	end
	always@(posedge clk or negedge rst)begin
		if(~rst)begin
			for(i=0; i<IPR_SIZE; i=i+1)begin
				ipr_mem[i] <= instruction_mem[i];
				ipr_mem_offset[i] <= i[INSTRUCTION_MEM_SIZE-1:IPR_PTR_SIZE];
				instruction_mem_rd_ptr <= i+1;
			end
		end
		else if(ipr_write)begin
			ipr_mem[ipr_wr_ptr] <= instruction_mem[instruction_mem_rd_ptr];
			ipr_mem_offset[ipr_wr_ptr] <= instruction_mem_rd_ptr[INSTRUCTION_MEM_SIZE-1:IPR_PTR_SIZE];
			if(valid)begin
				instruction_mem_rd_ptr <= instruction_mem_rd_ptr+1'b1;
			end
			else begin
				instruction_mem_rd_ptr <= instruction_ptr+1'b1;
			end
		end
	end
	assign instruction_i_mem = instruction_mem[instruction_ptr];
	assign instruction_ipr = ipr_mem[ipr_rd_ptr];
	assign valid = (offset_addr == ins_ptr_msb)?1'b1:1'b0;
	assign instruction = valid?instruction_ipr:instruction_i_mem;
endmodule

===== /design/flow/run.sh =====
#!/bin/bash
# OpenROAD 26Q1-2900-gdf79404cd8, Yosys 0.63+post, stock flow scripts
make -C /OpenROAD-flow-scripts/flow DESIGN_CONFIG=/design/flow/config.mk WORK_HOME=/design/flow/orfs finish

===== /design/flow/config.mk =====
export PLATFORM = sky130hd
export DESIGN_NAME = INSTRUCTION_MEM
export DESIGN_NICKNAME = INSTRUCTION_MEM
export VERILOG_FILES = /design/flow/design.v
export SDC_FILE = /design/flow/constraint.sdc
export NUM_CORES = 4
export LEC_CHECK = 1
export CORE_UTILIZATION = 30

===== /design/flow/constraint.sdc =====
current_design INSTRUCTION_MEM

set clk_period 7.3
set clk_io_pct 0.2

create_clock -name clk0 -period $clk_period [get_ports {clk}]

set non_clock_inputs [all_inputs -no_clocks]
set_input_delay [expr $clk_period * $clk_io_pct] -clock clk0 $non_clock_inputs
set_output_delay [expr $clk_period * $clk_io_pct] -clock clk0 [all_outputs]

==> run summary <==
synth cell count leaders - nand2_1 (148), o21ai_0 (113), dfrtp_1 (109), a21oi_1 (48), clkbuf_1 (46)
Hold Slack - 0.4731 ns
simple share - 13.80%
area share, top type - 38.38%
Worst setup EP type - output pin
most common cell in the netlist - nand2_1
hpwl dp - 12.44 mm
met1 Use GR - 27.53%
CTS clk-pin slew, worst paths - 0.06 ns
Routed WL - 18.93 mm
Post-Syn Area - 7107 sq um
Die W - 155.9 um
Hold Buf Count CTS - 0
biggest area cells - dfrtp_1 (38%), dfstp_2 (13%), o21ai_0 (8.0%), nand2_1 (7.8%), a21oi_1 (3.4%)
Critical Path RT - 5.84 ns
yosys stat area - 7107 sq um
flip-flops with a built-in enable - 0
Skew-Pair Late Insertion Delay - 0.43 ns
Slew Limit Fails - 0
largest net degree at the start of global routing - 55
area fraction in compound gates - 22.15%
antenna cell count - 0
mux share - 4.771%
DR vias/cell - 5.157
CTS tree - yes
vias in the first global route - 5342
xor+xnor area frac - 0.9859%
Core ar. - 22920 sq um
CTS sink count - 144
remaining antenna violation count - 0
max-cap check violation count - 0
CP max FO - 41
Iteration-0 DRC Markers - 499
Overflow after GRT - 0
DRC errors left - 0
synthesized area per cell - 9.339 sq um
pre-CTS WS - 0.6143 ns
main flop type - dfrtp_1
Post-Route Setup TNS - 0 ns
Hold Path Class - flop to flop
leakage power - 3.620 nW
PostCTS Resize Cnt - 0
WP data arrival - 5.31 ns
Synth warnings - 11
Log Warnings - 33
Main logic family - AND-OR/OR-AND gates
PwrDens - 357.7 nW/um^2
adder-cell share of the synthesized area - 1.937%
htree depth - 4
clock skew - 0.009336 ns
total die size - 24310 sq um
CTS max path bufs - 2
Pre-Repair DR Iteration Count - 5
# Cells Yosys - 761
Layout area overhead - 15.23%
total global-route track usage - 17.02%
Async SR Flop Fraction - 100.0%
layout cells sized above 1 - 15.55%
Hold Fails Final Rpt - 0
Inserted Clock Buffers - 17
worst rel slew slack - 38.05%
worst setup margin - 0.5337 ns
met2 usage - 24.49%
Synthesized registers - 144
Setup-failing EPs final - 0
min Tclk post-route - 6.766 ns
layer with the highest usage - met1
WL per Instance - 17.35 um
Die Y - 155.9 um
pin slew with the least headroom to its limit - 0.9196 ns
initial antenna violation count - 0
Cell Type Count - 57
worst vdd ir - 0.1553 mV
global-route wire length before repair - 31.04 mm
fin crit share - 92.69%
post-CTS setup buffer count - 0
crit path kind - input port to output pin
Synth area leader - dfrtp_1
register share after synthesis - 51.32%
final core utilization - 35.74%
IO Port Bufs - 22
Root Buffer - clkbuf_16
io pins - 27
RSZ-0062 raised after global routing - no
Syn Inst Count - 761
status - finished, final reports clean
vias - 5626
met3 GRT Util - 3.819%
starting density of the core - 31.01%
nature of the critical path startpoint - input port
Rows - 55
RD Place Congestion - 0.8881
Max Clk Rate - 147.8 MHz
[sequential cells by signal (all words and copies together), names as in the netlist]
register,flops
ipr_mem_offset,40
instruction_mem_rd_ptr,8
ipr_mem,96
[report_power, final]
group	total, W	internal, W	switching [W]	leakage (nW)
clock	0.000835	0.000452	0.000383	0.277
sequential	0.00140	0.00120	0.000202	1.73
combinational	0.000694	0.000298	0.000395	1.61
total	0.00293	0.00195	0.000981	3.62
[final cells by class]
type	count	area [sq um]
clock inverter	15	145.1
timing repair buffer	47	404.1
tap	313	391.6
clock buffer	17	425.4
sequential	144	3647
fill	2276	14730
multi-input combinational	540	3119
inverter	15	56.30
[cells in the final DEF, fill, tap and decap left out, types with 2 or more instances in the layout]
master | netlist | final
nor2b_1 | 5 | 5
clkbuf_16 | 0 | 17
inv_6 | 0 | 3
o211ai_1 | 4 | 4
clkinvlp_4 | 0 | 2
a221oi_1 | 10 | 10
dfstp_2 | 35 | 35
o21ai_1 | 2 | 2
xnor2_1 | 6 | 6
o22ai_1 | 4 | 4
a222oi_1 | 10 | 10
or2_2 | 2 | 2
a22oi_1 | 24 | 24
mux2i_1 | 11 | 11
a21o_1 | 8 | 8
conb_1 | 1 | 4
ha_1 | 11 | 10
a21oi_1 | 48 | 48
nand2b_1 | 7 | 7
clkdlybuf4s50_1 | 0 | 20
nand2_1 | 148 | 148
xor2_1 | 2 | 2
inv_1 | 14 | 14
inv_8 | 0 | 5
mux2_2 | 19 | 19
a31oi_1 | 5 | 5
nor3_1 | 2 | 2
clkinv_4 | 0 | 3
o21ai_0 | 113 | 113
a211oi_1 | 2 | 2
nor2_1 | 37 | 37
and2_1 | 8 | 8
dfrtp_1 | 109 | 109
a32oi_1 | 2 | 2
a22o_1 | 4 | 4
a21boi_0 | 3 | 3
buf_4 | 4 | 25
and3_1 | 9 | 9
nand3_1 | 11 | 11
[cell families after synthesis]
kind of cell	Yosys count
flip-flops	144
adder cells (fa/ha/maj)	11
AND-OR/OR-AND	253
XOR/XNOR	8
multiplexers	31
buffers and inverters	80
AND/OR/NAND/NOR	233
other	1
[path summary, 6_finish.rpt]
| path | startpoint | to | slack [ns] | depth (start not counted) |
|---|---|---|---|---|
| worst max-delay path | instruction_ptr[1] | instruction[10] | 0.53 | 12 |
| min in group asynchronous | rst | ipr_mem_offset[5][2] | 0.98 | 1 |
| worst min register to register | ipr_mem[6][12] | ipr_mem[6][12] | 0.47 | 2 |
| worst min-delay path | ipr_mem[6][12] | ipr_mem[6][12] | 0.47 | 2 |
| worst max register to register | ipr_mem_offset[3][3] | instruction_mem_rd_ptr[6] | 3.93 | 14 |
| max in group asynchronous | rst | ipr_mem[4][2] | 4.72 | 3 |
[through the flow]
step | total power (W) | instances | instance area [sq um]
floorplan | 0.001846 | 764 | 7118
global placement | 0.002092 | 1059 | 7619
detailed placement | 0.002102 | 1059 | 7619
CTS | 0.002951 | 1091 | 8189
global route | 0.003138 | 1091 | 8189
finish | 0.002929 | 1091 | 8189
[metal layers]
metal | wire length [um] | part of all wire (%) | vias up
li1 | - | - | 2688
met1 | 9058 | 48 | 2726
met2 | 8301 | 44 | 197
met3 | 1369 | 7.2 | 15
met4 | 195 | 1.0 | 0
met5 | 0 | 0 | -
[worst max-delay path, stage by stage]
cell and delay (ns):
clkdlybuf4s50_1 0.65, inv_1 0.15, ha_2 0.27, buf_4 0.24, a2111oi_4 0.53, a211oi_2 0.16, xnor2_1 0.15, or4_1 0.56
buf_4 0.29, a211oi_1 0.33, a21oi_1 0.07, clkdlybuf4s50_1 0.42
Power figures rest on the tool's default switching activity, not on a simulated workload.
